`design/flow/run.sh`:
```
#!/bin/bash
# OpenROAD 26Q1-2900-gdf79404cd8, Yosys 0.63+post, stock flow scripts
make -C /OpenROAD-flow-scripts/flow DESIGN_CONFIG=/design/flow/config.mk WORK_HOME=/design/flow/orfs finish
```
`design/flow/design.v`:
```
module cpu (
    input           clk,
    input           rst,
    output          imem_en,
    output          imem_wen,
    output  [31:0]  imem_addr,
    output  [31:0]  imem_wdata,
    input   [31:0]  imem_rdata,
    output          dmem_en,
    output          dmem_wen,
    output  [31:0]  dmem_addr,
    output  [31:0]  dmem_wdata,
    input   [31:0]  dmem_rdata
);
    wire    [31:0]  pc;
    wire    [31:0]  inst;
    wire            branch_en;
    wire    [31:0]  branch_addr;
    wire    [31:0]  imm;
    wire            mem_read;
    wire            mem_write;
    wire            mem2reg;
    wire    [ 3:0]  aluop;
    wire    [ 1:0]  alu_src_a;
    wire    [ 1:0]  alu_src_b;
    wire    [31:0]  rf_qa;
    wire    [31:0]  rf_qb;
    wire    [31:0]  rf_di;
    wire    [31:0]  alu_do;
    wire    [31:0]  mem_do;
    PC u_PC (clk, rst, 32'h00001000, branch_en, branch_addr, pc);
    IF u_IF (pc, inst, imem_en, imem_wen, imem_addr, imem_wdata, imem_rdata);
    ID u_ID (clk, rst, pc, inst, imm, branch_en, branch_addr, mem_read, mem_write, mem2reg, aluop, alu_src_a, alu_src_b, rf_qa, rf_qb, rf_di);
    EX u_EX (pc, imm, rf_qa, rf_qb, aluop, alu_src_a, alu_src_b, alu_do);
    MA u_MA (alu_do, mem_read, mem_do, mem_write, rf_qb, dmem_en, dmem_wen, dmem_addr, dmem_wdata, dmem_rdata);
    WB u_WB (alu_do, mem_do, mem2reg, rf_di);
endmodule
module regfile (
    input           clk,
    input           rst,
    input   [ 4:0]  ra,
    input   [ 4:0]  rb,
    input           we,
    input   [ 4:0]  rd,
    input   [31:0]  di,
    output  [31:0]  qa,
    output  [31:0]  qb
);
    reg [31:0] rf [0:31];
    assign qa = ra == 0 ? 'h0 : rf[ra];
    assign qb = rb == 0 ? 'h0 : rf[rb];
    always @(posedge clk) begin
        if (!rst && we && rd != 0)
            rf[rd] <= di;
    end
endmodule
module PC (
    input           clk,
    input           rst_en,
    input   [31:0]  rst_addr,
    input           branch_en,
    input   [31:0]  branch_addr,
    output  [31:0]  pc
);
    reg [31:0] pcr;
    always @(posedge clk) begin
        if (rst_en)
            pcr <= rst_addr;
        else if (branch_en)
            pcr <= branch_addr;
        else
            pcr <= pcr + 'h4;
    end
    assign pc = pcr;
endmodule
module IF (
    input   [31:0]  pc,
    output  [31:0]  inst,
    output          imem_en,
    output          imem_wen,
    output  [31:0]  imem_addr,
    output  [31:0]  imem_wdata,
    input   [31:0]  imem_rdata
);
    assign  imem_en     = 1;
    assign  imem_wen    = 0;
    assign  imem_addr   = pc;
    assign  imem_wdata  = 'h0;
    assign  inst = { imem_rdata[7:0], imem_rdata[15:8], imem_rdata[23:16], imem_rdata[31:24] };
endmodule
module ID (
    input           clk,
    input           rst,
    input   [31:0]  pc,
    input   [31:0]  inst,
    output  [31:0]  imm,
    output          branch_en,
    output  [31:0]  branch_addr,
    output          mem_read,
    output          mem_write,
    output          mem2reg,
    output  [ 3:0]  aluop,
    output  [ 1:0]  alu_src_a,
    output  [ 1:0]  alu_src_b,
    output  [31:0]  rf_qa,
    output  [31:0]  rf_qb,
    input   [31:0]  rf_di
);
    wire [6:0] opcode = inst[6:0];
    wire [2:0] funct3 = inst[14:12];
    wire [6:0] funct7 = inst[31:25];
    wire lui    = opcode == 7'b0110111;
    wire auipc  = opcode == 7'b0010111;
    wire jal    = opcode == 7'b1101111;
    wire jalr   = opcode == 7'b1100111;
    wire beq    = opcode == 7'b1100011 && funct3 == 3'b000;
    wire bne    = opcode == 7'b1100011 && funct3 == 3'b001;
    wire blt    = opcode == 7'b1100011 && funct3 == 3'b100;
    wire bge    = opcode == 7'b1100011 && funct3 == 3'b101;
    wire bltu   = opcode == 7'b1100011 && funct3 == 3'b110;
    wire bgeu   = opcode == 7'b1100011 && funct3 == 3'b111;
    wire lw     = opcode == 7'b0000011 && funct3 == 3'b010;
    wire sw     = opcode == 7'b0100011 && funct3 == 3'b010;
    wire i_type = opcode == 7'b0010011;
    wire r_type = opcode == 7'b0110011;
    wire       rf_we = lui | auipc | jal | jalr | lw | i_type | r_type;
    wire [4:0] rf_ra = inst[19:15];
    wire [4:0] rf_rb = inst[24:20];
    wire [4:0] rf_rd = inst[11:7];
    regfile u_regfile (clk, rst, rf_ra, rf_rb, rf_we, rf_rd, rf_di, rf_qa, rf_qb);
    assign imm          =   lui | auipc                            ? { inst[31:12], 12'b0 }                                             :
                            jal                                    ? { {12{inst[31]}}, inst[31], inst[19:12], inst[20], inst[30:21] }   :
                            jalr | lw | i_type                     ? { {20{inst[31]}}, inst[31:20] }                                    :
                            beq | bne | blt | bge | bltu | bgeu    ? { {20{inst[31]}}, inst[31], inst[7], inst[30:25], inst[11:8] }     :
                            sw                                     ? { {20{inst[31]}}, inst[31:25], inst[11:7] }                        :
                            'h0;
    assign branch_en    =   jal | jalr |
                            (beq && rf_qa == rf_qb) |
                            (bne && rf_qa != rf_qb) |
                            (blt && $signed(rf_qa) <  $signed(rf_qb)) |
                            (bge && $signed(rf_qa) >= $signed(rf_qb)) |
                            (bltu && $unsigned(rf_qa) <  $unsigned(rf_qb)) |
                            (bgeu && $unsigned(rf_qa) >= $unsigned(rf_qb)) ;
    assign branch_addr  =   jal | beq | bne | blt | bge | bltu | bgeu   ? pc + (imm << 1)               :
                            jalr                                        ? (rf_qa + imm) & 32'hfffffffe  :
                            'h0;
    assign mem_read     =   lw;
    assign mem_write    =   sw;
    assign mem2reg      =   mem_read;
    assign aluop        =   lui | auipc | jal | jalr | lw | sw  ? 4'b0000                                   :
                            i_type                              ? { funct3 == 3'b101 & funct7[5] , funct3 } :
                            r_type                              ? { funct7[5], funct3 }                     :
                            4'b1111;
    assign alu_src_a    =   lw | sw | i_type | r_type        ? 2'b00 :    
                            lui                              ? 2'b10 :    
                            auipc | jal | jalr               ? 2'b01 :    
                            2'b11;
    assign alu_src_b    =   r_type                           ? 2'b00 :    
                            lui | auipc | lw | sw | i_type   ? 2'b01 :    
                            jal | jalr                       ? 2'b10 :    
                            2'b11;
endmodule
module EX (
    input   [31:0]  pc,
    input   [31:0]  imm,
    input   [31:0]  rf_qa,
    input   [31:0]  rf_qb,
    input   [ 3:0]  aluop,
    input   [ 1:0]  alu_src_a,
    input   [ 1:0]  alu_src_b,
    output  [31:0]  alu_do
);
    reg [31:0] at;
    reg [31:0] bt;
    reg [31:0] rt;
    always @(alu_src_a, pc, rf_qa) begin
        case (alu_src_a)
            2'b00: at = rf_qa; 
            2'b01: at = pc; 
            2'b10: at = 'h0; 
            default: at = 'h0;
        endcase
    end
    always @(alu_src_b, imm, rf_qb) begin
        case (alu_src_b)
            2'b00: bt = rf_qb;
            2'b01: bt = imm;
            2'b10: bt = 'h4; 
            default: bt = 'h0;
        endcase
    end
    always @(aluop, at, bt) begin
        case (aluop)
            4'b0000: rt = at + bt;
            4'b1000: rt = at - bt;
            4'b0001: rt = at << bt;
            4'b0010: rt = $signed(at) < $signed(bt) ? 'h1 : 'h0;
            4'b0011: rt = $unsigned(at) < $unsigned(bt) ? 'h1 : 'h0;
            4'b0100: rt = at ^ bt;
            4'b0101: rt = at >> bt;
            4'b1101: rt = $signed(at) >>> bt;
            4'b0110: rt = at | bt;
            4'b0111: rt = at & bt;
            default: rt = 'h0;
        endcase
    end
    assign alu_do = rt;
endmodule
module MA (
    input   [31:0]  alu_do,
    input           mem_read,
    output  [31:0]  mem_do,
    input           mem_write,
    input   [31:0]  rf_qb,
    output          dmem_en,
    output          dmem_wen,
    output  [31:0]  dmem_addr,
    output  [31:0]  dmem_wdata,
    input   [31:0]  dmem_rdata
);
    assign  dmem_en     = mem_read | mem_write;
    assign  dmem_wen    = mem_write;
    assign  dmem_addr   = dmem_en ? alu_do : 'h0;
    assign  dmem_wdata  = dmem_wen ? { rf_qb[7:0], rf_qb[15:8], rf_qb[23:16], rf_qb[31:24] } : 'h0;
    assign  mem_do = { dmem_rdata[7:0], dmem_rdata[15:8], dmem_rdata[23:16], dmem_rdata[31:24] };
endmodule
module WB (
    input   [31:0]  alu_do,
    input   [31:0]  mem_do,
    input           mem2reg,
    output  [31:0]  rf_di
);
    assign rf_di = mem2reg ? mem_do : alu_do;
endmodule
```
`design/flow/config.mk`:
```
export PLATFORM = sky130hd
export DESIGN_NAME = cpu
export DESIGN_NICKNAME = cpu
export VERILOG_FILES = /design/flow/design.v
export SDC_FILE = /design/flow/constraint.sdc
export NUM_CORES = 4
export LEC_CHECK = 1
export CORE_UTILIZATION = 40
```
`design/flow/constraint.sdc`:
```
current_design cpu

set clk_period 32.7
set clk_io_pct 0.2

create_clock -name clk0 -period $clk_period [get_ports {clk}]

set non_clock_inputs [all_inputs -no_clocks]
set_input_delay [expr $clk_period * $clk_io_pct] -clock clk0 $non_clock_inputs
set_output_delay [expr $clk_period * $clk_io_pct] -clock clk0 [all_outputs]
```
==> out/qor.log <==
qor: grt.grt_use_total 36.4%
qor: cts.clkSlewWorstSetupHoldPaths 0.06 ns
qor: cts.cts_setup_buffers 0
qor: routing.detail_route.iter0.violations 4961
qor: yosys.top_area_cell edfxtp_1
qor: yosys.ys_warn_count 3
qor: run_status.status finished, final reports clean
qor: yosys.synth.top_cells.by_area edfxtp_1 (47%), mux4_2 (13%), mux2i_1 (6.7%)
qor: yosys.most_numerous_cell_types_in_the_synthesized_netlist edfxtp_1 (1024), mux2i_1 (435), mux4_2 (366), nor2_1 (341), a22oi_1 (229)
qor: floorplan.die_w 405 um
qor: routing.dr.pass1.iters 8
qor: setup_path.cp_max_fo 54
qor: cts.cts_tree yes
qor: floorplan.core_region_area 161000 um^2
qor: yosys.synthArstFlopShare 0%
qor: cts.cts_inserted_buffers 106
qor: cts.worst_skew_pair.late_latency 0.76 ns
qor: final_timing.finalSetupViolations 0
qor: routing.via_to_cell_ratio 6.63
qor: placement.finalWeightedCongestion 1.10
qor: final_timing.finalClockPeriodUsage 69.4%
qor: finish.fillers 14200
qor: setup_path.crit_type primary input to output pin
qor: final_timing.maximum_frequency_from_static_timing_analysis 44.1 MHz
qor: yosys.syn-mean-instance-area 12.7 um^2
qor: finish.fraction_of_final_layout_cells_sized_beyond_drive_strength_1 17.8%
qor: floorplan.chipHeight 405 um
qor: power_and_ir_drop.max-vdd-ir-drop 0.0502 mV
qor: final_timing.timing.clock.skew 0.0790 ns
qor: yosys.synth.distinct_cells 109
qor: yosys.synthCells 5114
qor: setup_path.critPathLaunch imem_rdata[12]
qor: power_and_ir_drop.power_density 41.1 nW/um^2
qor: yosys.synth-seq-area-share 48.2%
qor: routing.drt-total-wl 279000 um
qor: finish.area.growth.synth_to_final 12.7%
qor: cts.ctsHtreeMaxLevel 3
qor: yosys.yosysCellCount 5114
qor: yosys.synth_flops 1055
qor: run.stage_log_warnings 91
qor: routing.via_count 50100
qor: setup_path.crit_required 26.16 ns
qor: grt.grt_max_degree 64
qor: routing.ant_nets 0
qor: final_timing.hold_viol_final 0
qor: setup_path.rr_startpoint u_ID.u_regfile.rf[18][0]$_DFFE_PP_
qor: run.max_cap_violations 0
qor: power_and_ir_drop.static-leakage-power 24.8 nW
qor: cts.clockRootBuffer clkbuf_16
qor: yosys.summed_instance_area_of_the_synthesized_netlist 65100 um^2
qor: placement.buffer_ports.inserted 162
qor: routing.drt_drc_violations_left 0
qor: final_timing.tightestPinTransition 1.07 ns
qor: floorplan.die-area 164000 um^2
qor: routing.post_drt_wl_per_cell 36.9 um
qor: floorplan.fp_util 40.4%
qor: power_and_ir_drop.fin_total_pwr 3.02 mW
qor: yosys.yosys_most_used_dff edfxtp_1
qor: cts.post_cts_resize_count 0
qor: floorplan.top_level_ports 198
qor: grt.globalRoute.totalOverflow 0
qor: grt.grt_first_pass_wirelength 385000 um
qor: cts.clk_buf_depth 3
qor: cts.tritoncts_num_sinks 1055
qor: yosys.yosysChipArea 65100 um^2
qor: min_path.worstHoldStart u_PC.pcr[1]$_SDFFE_PP0N_
qor: placement.hpwl 193000 um
qor: final_timing.fin_tns_setup 0 ns
qor: final_timing.final_critical_delay_including_setup_and_external_delays 22.70 ns
qor: grt.grt_antenna_before_repair 26
qor: grt.first_global_vias 50200
qor: setup_path.critPathCaptureType output pin
qor: final_timing.fin_hold_ws 0.597 ns
qor: yosys.synth.top_cell.area_share 47.3%
qor: setup_path.worst_ep_arrival_time 16.16 ns
qor: min_path.hold_path.class flip-flop to flip-flop
qor: final_timing.unrepaired_setup_endpoints_after_global_routing no
qor: floorplan.placementRows 147
qor: cts.count_of_hold_fix_buffers_inserted_at_cts 0
qor: setup_path.crit_path_start_kind primary input
qor: yosys.synth-edff-count 1024
qor: final_timing.maxSlewViolCount 0
qor: final_timing.max_slew_margin 28.7%
qor: yosys.synth.most_common_cell edfxtp_1
-- path summary, 6_finish.rpt --
kind,cells past startpoint,slack [ns],end
hold / removal,2,0.60,u_PC.pcr[1]$_SDFFE_PP0N_
hold reg to reg,2,0.60,u_PC.pcr[1]$_SDFFE_PP0N_
setup / recovery,22,10.00,dmem_addr[31]
setup reg to reg,24,24.90,u_ID.u_regfile.rf[12][24]$_DFFE_PP_
-- sequential cells by signal (all words and copies together), names as in the netlist --
signal,count
u_ID.u_regfile.rf,1024
u_PC.pcr,31
-- area by class of cell --
cell class              instances  area (um^2)  share of cell area [%]
multi-input cells            3580        31800                    43.3
flip-flops and latches       1055        31400                    42.8
repair buffers                418         3540                    4.83
clock buffers                 131         2770                    3.78
well taps                    2160         2700                    3.69
clock inverters                61          589                   0.804
inverters                     134          505                   0.690
diodes                         22         55.1                  0.0751
-- cells by family after synthesis --
| group | synth area share (%) |
|---|---|
| other | 0.0115 |
| multiplexers | 20.4 |
| AND/OR/NAND/NOR | 8.46 |
| XOR/XNOR | 1.29 |
| AND-OR/OR-AND | 13.8 |
| flip-flops | 48.2 |
| adder cells (fa/ha/maj) | 3.78 |
| buffers and inverters | 4.03 |
-- through the flow --
| stage | worst slack [ns] | cell area (um^2) | instances | util (%) |
|---|---|---|---|---|
| floorplan | 13.55 | 65300 | 5179 | - |
| global placement | 10.23 | 69900 | 7347 | 43.4 |
| detailed placement | 10.22 | 69900 | 7347 | 43.4 |
| CTS | 10.16 | 73200 | 7539 | 45.5 |
| global route | 9.30 | 73300 | 7551 | 45.5 |
| finish | 10.00 | 73300 | 7561 | 45.5 |
-- worst max-delay path: stages --
cell and delay [ns]:
buf_8 0.44, buf_4 0.66, buf_4 0.60, buf_4 0.61, buf_4 0.69, mux4_2 0.60, a22oi_1 0.26, nand4_1 0.86
a22oi_1 0.73, ha_1 0.45, inv_1 0.14, or4_1 0.53, a211oi_1 0.28, nor3_1 0.18, nor4_1 0.49, nor2_1 0.13
o41ai_1 0.42, a221oi_1 0.17, xnor2_1 0.17, a221oi_1 0.44, a21oi_1 0.13, clkdlybuf4s50_1 0.45
-- per-layer routing --
metal,track usage (%),wire (um)
met5,4.13,1130
met4,17.3,17400
met1,44.0,92500
met3,24.4,47600
met2,50.4,121000
-- cells in the final DEF, fill, tap and decap left out, types with 34 or more instances in the layout --
cell / count
inv_1: 127
a221oi_1: 62
nand3_1: 181
a31oi_1: 38
nand4_1: 48
mux2i_1: 435
clkbuf_16: 107
nand2_1: 200
xnor2_1: 59
and3_1: 38
ha_1: 190
a22oi_1: 228
o211ai_1: 46
a22o_1: 49
mux4_2: 366
nor3_1: 68
clkdlybuf4s50_1: 154
nor2_4: 34
o22ai_1: 72
xor2_1: 37
and2_1: 54
a211oi_1: 55
a21o_1: 76
mux2_2: 36
o21ai_0: 148
conb_1: 67
nor2_1: 303
edfxtp_1: 1024
a21oi_1: 183
buf_4: 256
-- where the power goes --
group          leakage, nW  total (mW)  internal [mW]  switching [mW]
clock                 1.62        1.19          0.664           0.528
combinational         14.6       0.351          0.122           0.229
sequential            8.62        1.47           1.47         0.00424
No activity file was given, so power comes from the tool's default toggle rates.
